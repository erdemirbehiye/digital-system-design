==> flow/design.v <==
module step1(Clk,nReset,D1,D2,COut,CurState);
input Clk,nReset,D1,D2;
output [3:0]COut; 
reg [3:0]Count;
wire [1:0]DState;
output reg [2:0]CurState;
reg [2:0]NxtState;
reg [1:0]CountEn; 
parameter S0=3'b000, S1=3'b010, S2=3'b011, S3=3'b001,	 
		  S4=3'b101, S5=3'b111, S6=3'b110;  			 
assign DState[1] = D1; 		 
assign DState[0] = D2;		 
always@(posedge Clk or negedge nReset)
begin
	if(nReset==1'b0)
		CurState[2:0]<= S0;   
	else
		begin
		CurState[2:0]<=NxtState[2:0];  
			if(CountEn[1:0] == 2'b10 && NxtState[2:0] == S0 )   
				Count[3:0] <= Count[3:0] + 4'd1;			    
			else if(CountEn[1:0] == 2'b01 && NxtState[2:0] == S0 )   
				Count[3:0] <= Count[3:0] - 4'd1;					 
			else
				Count[3:0] <= Count[3:0];				 
		end
end
always @(DState or CurState)
begin
case(CurState) 
	S0:  
	begin
	CountEn[1:0] = 2'b00;
		if(DState == 2'b10)		 
			NxtState[2:0] = S1;  
		else if(DState == 2'b01)
			NxtState[2:0] = S4;	 
		else
			NxtState[2:0] = S0;  
	end
	S1:
	begin
	CountEn[1:0] = 2'b00;
		if(DState == 2'b11)
			NxtState[2:0] = S2;	 
		else if(DState == 2'b00)
			NxtState[2:0] = S0;	 
		else
			NxtState[2:0] = S1;
	end
	S2:
	begin
	CountEn[1:0] = 2'b00;
		if(DState == 2'b01)
			NxtState[2:0] = S3;	 
		else if(DState == 2'b10)
			NxtState[2:0] = S1;	 
		else
			NxtState[2:0] = S2;
	end
	S3:
	begin
	CountEn[1:0] = 2'b00;
		if(DState == 2'b00)
			begin
			NxtState[2:0] = S0;	 
			CountEn[1:0] = 2'b10;  
			end
		else if(DState == 2'b11)
			NxtState[2:0] = S2;	 
		else
			begin
			NxtState[2:0] = S3;
			end
	end
	S4: 
	begin
	CountEn[1:0] = 2'b00;
		if(DState == 2'b00)
			NxtState[2:0] = S0;	  
		else if(DState == 2'b11)
			NxtState[2:0] = S5;	 
		else
			NxtState[2:0] = S4;
	end
	S5: 
	begin
	CountEn[1:0] = 2'b00;
		if(DState == 2'b01)
			NxtState[2:0] = S4;	 
		else if(DState == 2'b10)
			NxtState[2:0] = S6;  
		else
			NxtState[2:0] = S5;
	end
	S6: 
	begin
	CountEn[1:0] = 2'b00;
		if(DState == 2'b00)
			begin
			NxtState[2:0] = S0;	 
			CountEn[1:0] = 2'b01;  
			end
		else if(DState == 2'b11)
			NxtState[2:0] = S5;  
		else
			begin
			NxtState[2:0] = S6;
			end
	end
	default:
		begin
		CountEn[1:0] = 2'b00;   
		NxtState[2:0] = S0;
		end
endcase
end
assign COut[3:0] = Count[3:0];
endmodule
==> flow/run.sh <==
#!/bin/bash
# OpenROAD 26Q1-2900-gdf79404cd8, Yosys 0.63+post, stock flow scripts
make -C /OpenROAD-flow-scripts/flow DESIGN_CONFIG=/design/flow/config.mk WORK_HOME=/design/flow/orfs finish
==> flow/config.mk <==
export PLATFORM = sky130hd
export DESIGN_NAME = step1
export DESIGN_NICKNAME = step1
export VERILOG_FILES = /design/flow/design.v
export SDC_FILE = /design/flow/constraint.sdc
export NUM_CORES = 4
export LEC_CHECK = 1
export CORE_AREA = 10 10 74 74
export DIE_AREA = 0 0 84 84
==> flow/constraint.sdc <==
current_design step1

set clk_period 3.0
set clk_io_pct 0.2

create_clock -name clk0 -period $clk_period [get_ports {Clk}]

set non_clock_inputs [all_inputs -no_clocks]
set_input_delay [expr $clk_period * $clk_io_pct] -clock clk0 $non_clock_inputs
set_output_delay [expr $clk_period * $clk_io_pct] -clock clk0 [all_outputs]
==> summary.txt <==
yosys + openroad results -> status=complete, no violations, CTS clock-pin slew for the worst setup and hold paths=0.04 ns, Yosys Instances=38, Tightest Pin Transition=0.360 ns, largest net degree at the start of global routing=11, GR Util met3=2.17%, total power draw=463 µW, post-layout period usage=74.3%, Comb gate area=226 µm², Worst Path Arrival=2.20 ns, WL final=839 µm, Die Ht=84 µm, Int Pwr=311 µW, vias post-DR=317, Setup Skew=0.00405 ns, Placer Congestion=0.730, Register Area=195 µm², fraction of power consumed by sequential logic=39.9%, reg2reg end=Count[3], final setup vio count=0, core area=3970 µm², CP Launch Type=input pin, mean post-synth cell area=11.6 µm², worst r2r src=CurState[1], number of hold buffers added after cts=0, CP max FO=6, CTS tree=built, Antenna diodes=0, fmax=449 MHz, cells on worst reg2reg path=6, OpenROAD warning count=25, CTS Sinks=7, number of global-route vias before repair=271, Fillers=449, busiest grt layer=met1, # rows=23, Seq share, synth=44.4%, reg-to-reg slack, setup=1.22 ns, CTS resizes=0, Hold Path Class=in2async, H-tree depth=1, design area=633 µm², gr ovfl total=0, Pre-antenna DRT Iters=3, Seq cells post-synth=7, Net Sw Frac=32.8%, GR Util met2=1.88%, Power Density=732 nW/µm², Final TNS setup=0 ns, WP data required=2.97 ns, NetSw=152 µW, vias per cell=3.14, YS warnings=1, DR WL/cell=8.31 µm, antenna violations before repair=0, port buffer count=10, drt initial violations=13, VDD IR-drop max=0.398 mV, met1 usage=3.65%, CTS Buffer Depth=2, CP Class=in2reg, combinational share of power=32.1%, DRT antenna net count=0, Num CTS Buffers=3, Syn Inst Count=38, P_leak=0.000218 µW, drt drc=0, Crit. End Element=register, Init Core Util=11.1%, die width=84 µm, Post-CTS Setup Bufs=0, clock group share of total power=28.0%, Total GRT Usage=2.28%, Post-Place Cell Area=588 µm², layout cells sized above 1=13.7%, first-pass GRT wire length=1310 µm, max-slew violation count=0, Post-Syn Area=439 µm², dpl hpwl=676 µm, final hold vios=0, die area=7060 µm², Area growth, synth to finish=44.2%, clock latency on the worst-skew pair=0.22 ns, Slew HR=76.0%, Yosys cell types=22, min cycle time layout=2.23 ns, area figure in the yosys stat output=439 µm², number of max-cap violations=0, RSZ-0062 raised after global routing=no, root buffer cell=clkbuf_8, number of top-level pins=11
==> cell families (layout without fill, tap and decap cells) <==
logic type	count (synthesis)	count (layout)	share of synthesized area [%]
adders and majority gates	3	3	10.3
AOI/OAI and AO/OA	9	9	11.7
buffers and inverters	2	15	3.99
xor gates and xnor gates	4	4	9.69
DFF	7	7	44.4
and+or+nand+nor	13	13	19.9
==> Yosys cell counts <==
master | instances | share of area (%)
ha_1 | 2 | 5.7
nor2_4 | 2 | 5.1
and3_1 | 1 | 1.4
nor2_1 | 3 | 2.6
a21o_1 | 1 | 1.7
inv_1 | 1 | 0.85
clkbuf_8 | 1 | 3.1
nand2_1 | 3 | 2.6
xnor2_1 | 1 | 2.0
nor3_1 | 1 | 1.1
a21oi_1 | 2 | 2.3
fa_1 | 1 | 4.6
o21ai_0 | 4 | 4.6
nand3_4 | 1 | 4.0
o22ai_1 | 1 | 1.4
a211oi_1 | 1 | 1.7
xor2_2 | 1 | 3.7
xor2_1 | 2 | 4.0
nand3b_1 | 1 | 1.7
edfxtp_1 | 4 | 27
nand2b_1 | 1 | 1.4
dfrtp_1 | 3 | 17
==> sequential cells by signal (all words and copies together) (netlist names) <==
signal,count
Count,4
CurState,3
==> layer usage <==
| layer | routed length [µm] | up-vias |
|---|---|---|
| li1 | - | 164 |
| met2 | 256 | 12 |
| met1 | 477 | 141 |
| met3 | 105 | 0 |
| met4 | 0 | 0 |
| met5 | 0 | - |
==> worst max path at each step <==
stage                 from        to  slack (ns)  depth (start not counted)
after CTS               D2  Count[3]        0.77                          7
after global routing    D2  Count[3]        0.69                          7
final                   D2  Count[3]        0.77                          7
==> critical path, cell delays in order <==
cell             delay (ns)
clkdlybuf4s50_1        0.54
nor2_4                 0.19
nand3_4                0.13
ha_1                   0.30
a21o_1                 0.17
a21oi_1                0.18
xnor2_1                0.09
==> through the flow <==
| stage | util (%) | setup WS, ns | std cells | hold WS (ns) |
|---|---|---|---|---|
| final | 15.9 | 0.771 | 101 | 0.569 |
| after global routing | 15.9 | 0.685 | 101 | 0.570 |
| after CTS | 15.9 | 0.772 | 101 | 0.572 |
| after detailed placement | 14.8 | 0.536 | 97 | 0.641 |
| after global placement | 14.8 | 0.596 | 97 | 0.630 |
| after floorplan | - | 1.24 | 38 | 0.304 |
==> power groups by stage <==
stage / Clock (µW) / Combinational (µW) / Sequential, µW
finish: 129 / 149 / 185
global route: 137 / 170 / 191
CTS: 132 / 153 / 184
==> placed cells by master (no fill, tap or decap) <==
cell / Yosys / layout
a211oi_1: 1 / 1
clkbuf_1: 0 / 1
a21oi_1: 2 / 2
fa_1: 1 / 1
xor2_1: 2 / 2
nand3b_1: 1 / 1
edfxtp_1: 4 / 4
o22ai_1: 1 / 1
nor3_1: 1 / 1
clkbuf_8: 1 / 3
dfrtp_1: 3 / 3
nand2_1: 3 / 3
nor2_1: 3 / 3
ha_1: 2 / 2
nand3_4: 1 / 1
xor2_2: 1 / 1
inv_1: 1 / 1
nor2_4: 2 / 2
xnor2_1: 1 / 1
o21ai_0: 4 / 4
nand2b_1: 1 / 1
and3_1: 1 / 1
clkdlybuf4s50_1: 0 / 10
a21o_1: 1 / 1
==> cell type report <==
cell class | instances | area share (%)
Multi-Input combinational cell | 29 | 35.8
Tap cell | 50 | 9.88
Inverter | 1 | 0.593
Sequential cell | 7 | 30.8
Timing Repair Buffer | 10 | 15.8
Clock buffer | 4 | 7.11
Power and IR drop assume default switching activity.

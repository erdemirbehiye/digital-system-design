### design/flow/design.v
 module rx(SCin, SDin, PDout, PDready);
input SCin;			 
input SDin;			 
output [7:0] PDout;	 
output PDready;		 
reg [7:0] temp;		 
reg [3:0] Counter;	 
reg control;		 
 always @(posedge SCin)
	begin
		if ( (SDin == 1'b1) && (Counter [3:0] == 4'b0) )	 
			control <= 1'b1;									 
		else
			if (Counter[3:0] == 4'd7)						 
				control <= 1'b0;								 
			else
				control <= control;									 
	end
always @(posedge SCin)
begin
	if (control == 1'b1)									 
		begin
			temp [7:1] <= temp[6:0];						 
			temp [0] <= SDin;								 
		end
	else
		temp [7:0] <= temp [7:0];							 
end
always @(posedge SCin)
begin
	if (control == 1'b0)									 
		Counter [3:0] <= 4'b0;							 
	else
		Counter [3:0] <= Counter [3:0] + 4'b1;			 
end
assign PDout [7:0] = temp [7:0];
assign PDready = (Counter [3:0] == 4'd8) ? 1'b1 : 1'b0;
endmodule
module top(Clock, Send, PDataIn,clockout, PDataOut, Pready);
input Clock, Send;
input [7:0] PDataIn;
output Pready,clockout;
output [7:0] PDataOut;
wire SData, Clock;
tx tra(Clock,Send,PDataIn,clockout,SData);
rx rec(Clock,SData,PDataOut,Pready);
endmodule
module tx(Clk,Send,PDin,SCout,SDout);
input Clk;
input Send;
input [7:0] PDin;  
output SCout;
output SDout; 
reg [7:0] temp;		 
reg serial_out;		 
always @(posedge Clk)
begin
	if (Send == 1'b1) 
		begin
			temp [7:0] <= PDin [7:0];	 
			serial_out <= 1'b1;			 
		end
	else    
		begin
			temp[7:1] <= temp[6:0];		 
			temp[0] <= 1'b0;			 
			serial_out <= temp[7];		 
		end
end
assign SCout = Clk;
assign SDout = serial_out;
endmodule
### design/flow/run.sh
#!/bin/bash
# OpenROAD 26Q1-2900-gdf79404cd8, Yosys 0.63+post, stock flow scripts
make -C /OpenROAD-flow-scripts/flow DESIGN_CONFIG=/design/flow/config.mk WORK_HOME=/design/flow/orfs finish
### design/flow/config.mk
export PLATFORM = sky130hd
export DESIGN_NAME = top
export DESIGN_NICKNAME = top
export VERILOG_FILES = /design/flow/design.v
export SDC_FILE = /design/flow/constraint.sdc
export NUM_CORES = 4
export LEC_CHECK = 1
export CORE_AREA = 10 10 75 75
export DIE_AREA = 0 0 85 85
### design/flow/constraint.sdc
current_design top

set clk_period 1.3
set clk_io_pct 0.2

create_clock -name clk0 -period $clk_period [get_ports {Clock}]

set non_clock_inputs [all_inputs -no_clocks]
set_input_delay [expr $clk_period * $clk_io_pct] -clock clk0 $non_clock_inputs
set_output_delay [expr $clk_period * $clk_io_pct] -clock clk0 [all_outputs]
==> impl_results.rst <==
Physical design figures
=======================

.. list-table::
   :header-rows: 1

   * - Metric
     - Value
   * - Antenna violations before repair
     - 0
   * - OpenROAD warning count
     - 29
   * - Pin count of the biggest net entering global routing
     - 14
   * - Total number of vias
     - about 520
   * - Buffering stage count on the worst path with inverters included
     - 2
   * - Fraction of power consumed by the clock network
     - 32.0%
   * - P per Cell Area
     - 2250 nW/µm²
   * - Net Switching
     - 0.000639 W
   * - Number of flops mapped to enable cells by yosys
     - 8
   * - Horizontal extent of the die
     - 85 µm
   * - Synth Seq Share
     - roughly 70%
   * - Flip-flop and latch count after synthesis
     - 22
   * - Arrival time of the worst setup path
     - approximately 1.1 ns
   * - Violations in the final reports
     - negative setup slack
   * - Combinational Area
     - between 200 and 250 µm²
   * - Overall track demand over capacity in global routing
     - 4.39%
   * - Part of the power in combinational logic
     - around 28%
   * - Relative slew slack
     - 87.3%
   * - Internal power summed over all cells
     - ~0.0021 W
   * - Sequential cell area
     - around 520 µm²
   * - Outcome
     - finished with violations
   * - Most frequent logic cell in the layout
     - buf_4
   * - Clock transition at the registers of the reported paths
     - ~0.08 ns
   * - Final period demand of the worst path
     - roughly 1.4 ns
   * - Count of unique library cells instantiated by Yosys
     - 19
   * - Final instance area
     - about 1200 µm²
   * - Area added between synthesis and finish
     - 61.4%
   * - Total grt overflow
     - 0
   * - Routed via count divided by cell count
     - 3.68
   * - Number of cell rows
     - 23
   * - Placer Congestion
     - 0.725
   * - Setup repair after global routing missed its margin
     - yes
   * - Main flop type after synthesis
     - dfxtp_1
   * - Slew of the pin with the lowest slew margin
     - 0.191 ns
   * - Largest family of logic cells by area
     - multiplexers
   * - Number of endpoints failing setup at the final stage
     - 1
   * - Detail-routed net length per standard cell
     - between 10 and 15 µm
   * - Top cell family by delay on the critical path
     - flip-flops
   * - DRC viols
     - 0
   * - Number of hold violations in the final report
     - 0
   * - Combined area of all synthesized cells
     - around 760 µm²
   * - Post-Route Utilization
     - 30.2%
   * - Worst-path maximum fanout
     - 2
   * - Critical path's largest stage delay
     - between 0.3 and 0.4 ns
   * - TritonRoute pass-1 iters
     - 2
   * - Number of global-route vias before repair
     - 570
   * - Area reported by Yosys stat
     - 758 µm²
   * - Worst hold path class
     - reg2reg
   * - Clock tree from TritonCTS
     - done
   * - Placed Instance Area
     - ~1000 µm²
   * - Antenna-violating nets left
     - 0
   * - Final cycle utilization of the critical path
     - 106%
   * - Adder-cell area share of the yosys netlist
     - under 10%
   * - Final worst hold slack
     - approximately 0.42 ns
   * - And+or+nand+nor area frac
     - roughly 9.2%
   * - Wire length of the first global-routing pass
     - 2.57 mm
   * - Number of maximum-capacitance violations
     - 0
   * - Max-slew violation total from the final report
     - 0
   * - Switching part of the total
     - a little under a quarter
   * - AND-OR/OR-AND Cells, Area Fraction
     - around 2.0%
   * - CP Data Required Time
     - ~1.0 ns
   * - XOR-XNOR Cells, Area Fraction
     - approximately 1.2%
   * - Number of standard cells reported by yosys
     - 52
   * - Insertion delay to the later sink of the worst-skew pair
     - 0.36 ns
   * - Worst reg2reg path startpoint
     - rec.Counter[1]$_SDFF_PN0_
   * - Post-synthesis average cell area
     - 14.6 µm²
   * - Fraction of layout instances using a drive strength above 1
     - 42.9%
   * - Number of standard cells after synthesis
     - approximately 52
   * - Violation count after the first detailed-routing iteration
     - 6
   * - GR Util met3
     - 4.14%
   * - Leakage Power
     - 0.509 nW
   * - Post-detailed-placement half-perimeter wirelength
     - just over 1 mm
   * - Cells along the critical path
     - inv_2 -> ha_4 -> nand2_2 -> nor2_1 -> buf_2
   * - Max VDD drop
     - 0.000709 V
   * - Number of antenna cells inserted
     - 0
   * - Number of buffers added on ports
     - 19
   * - Crit Path Category
     - reg2out
   * - Most numerous logic cells after layout
     - buf_4 (15), dfxtp_1 (12), clkdlybuf4s50_1 (9)
   * - Chip area
     - about 7200 µm²
   * - Core region area
     - roughly 4100 µm²
   * - Number of fill cells
     - roughly 390
   * - Met2 track demand over resource in global routing
     - approximately 5.6%
   * - Setup crit start
     - rec.Counter[1]$_SDFF_PN0_
   * - Min-delay src
     - tra.temp[7]$_DFF_P_
   * - Share of synthesized area spent on multiplexers
     - about an eighth
   * - Initial cell density of the core
     - between 10% and 20%
   * - Clk_skew
     - roughly 0.0043 ns
   * - Count of synthesis-stage warnings from yosys
     - 2
   * - Slowest cell on the critical path
     - dfxtp_2
   * - Aggregate negative setup slack
     - -0.0715 ns
   * - Vertical die dimension
     - roughly 85 µm
   * - Final setup slack of the worst path
     - -0.0715 ns
   * - Sequential power share
     - about two fifths
   * - Met1 track demand over resource in global routing
     - 5.01%
   * - Routed WL
     - roughly 1.5 mm
   * - Fraction of registers with async set/reset
     - 0%
   * - Timing-limited maximum frequency
     - approximately 730 MHz
   * - Kind of start point of the critical path
     - flip-flop
   * - Kind of end point of the critical path
     - primary output
   * - Post-Place Setup Slack
     - -0.0995 ns
   * - Highest-utilization routing layer at the global route stage
     - met2
   * - Number of hold-repair buffers added at the cts stage
     - 0
   * - Number of primary I/O pins
     - 20
## power groups by stage
stage / combinational [W] / clock (W) / sequential, W
4_1_cts: 0.000633 / 0.000915 / 0.00107
5_1_grt: 0.000881 / 0.000975 / 0.00111
6_report: 0.000787 / 0.000884 / 0.00109
## cell usage after synthesis, types with 2 or more instances
master	n	area, µm²
and2_1	2	12.5
inv_1	3	11.3
dfxtp_1	14	280
nor2_1	3	11.3
mux2_2	7	78.8
nand2_1	2	7.51
edfxtp_1	8	240
ha_1	2	25.0
## cells by family (layout without fill, tap and decap cells)
group	Yosys count	count (layout)
adder cells (fa/ha/maj)	2	2
XOR/XNOR	1	1
AND-OR/OR-AND	1	1
flip-flops	22	22
buffers and inverters	5	44
multiplexers	8	8
AND/OR/NAND/NOR	13	13
## worst paths after layout
kind                            slack [ns]  cells past startpoint                        end
worst max-delay path                 -0.07                      5                     Pready
worst min-delay path                  0.42                      1  tra.serial_out$_SDFF_PP1_
worst max register to register        0.24                      5   rec.control$_SDFFE_PP1N_
worst min register to register        0.42                      1  tra.serial_out$_SDFF_PP1_
## repair_timing
| item | CTS | global route |
|---|---|---|
| buffers inserted | 5 | 5 |
| gates resized | 17 | 11 |
| pin swaps | 1 | 2 |
| endpoints found under the setup margin | 10 | 8 |
| gates cloned | 0 | 0 |
## registers in the layout, indices dropped and copies added (netlist names)
signal / flops
rec.Counter: 4
rec.control: 1
rec.temp: 8
tra.serial_out: 1
tra.temp: 8
## area by class of cell
cell class | count | area share, %
Inverter | 3 | 0.920
Timing Repair Buffer | 33 | 23.4
Multi-Input combinational cell | 25 | 18.2
Clock inverter | 1 | 2.45
Clock buffer | 7 | 7.16
Tap cell | 50 | 5.11
Sequential cell | 22 | 42.7
## stage by stage
| step | std cells | power, W |
|---|---|---|
| floorplan | 52 | 0.00135 |
| finish | 141 | 0.00276 |
| detailed placement | 124 | 0.00175 |
| global route | 141 | 0.00297 |
| global placement | 124 | 0.00172 |
| CTS | 136 | 0.00262 |
## layer usage
| layer | vias up | wire length [µm] | share of wire, % |
|---|---|---|---|
| met5 | - | 0 | 0 |
| met4 | 0 | 25 | 1.6 |
| met3 | 4 | 209 | 14 |
| met2 | 24 | 621 | 41 |
| met1 | 236 | 662 | 44 |
| li1 | 255 | - | - |
Power figures rest on the tool's default switching activity, not on a simulated workload.

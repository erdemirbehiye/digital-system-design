==> /design/flow/design.v <==
module Lab6(Clk,nReset,D1,D2,COut);
input Clk,nReset,D1,D2;
output [3:0]COut;
reg [3:0]Count;
wire [1:0]DState;
reg [2:0]CurState;
reg [2:0]NxtState;
reg [1:0]CountEn;
parameter S0=3'b000, S1=3'b010, S2=3'b011, S3=3'b001, S4=3'b101, S5=3'b111, S6=3'b110;
assign DState[1] = D1;
assign DState[0] = D2;
always@(posedge Clk or negedge nReset)
begin
	if(nReset==1'b0)
		CurState[2:0]<= S0;
	else
		begin
		CurState[2:0]<=NxtState[2:0];
			if(CountEn[1:0] == 2'b10 && NxtState[2:0] == S0 )
				Count[3:0] <= Count[3:0] + 4'd1;
			else if(CountEn[1:0] == 2'b01 && NxtState[2:0] == S0 )
				Count[3:0] <= Count[3:0] - 4'd1;
			else
				Count[3:0] <= Count[3:0];
		end
end
always @(DState or CurState or CountEn)
begin
case(CurState)
	S0:
	begin
	CountEn[1:0] = 2'b00;
		if(DState == 2'b10)
			NxtState[2:0] = S1;
		else if(DState == 2'b01)
			NxtState[2:0] = S4;
		else
			NxtState[2:0] = S0;
	end
	S1:
	begin
	CountEn[1:0] = 2'b00;
		if(DState == 2'b11)
			NxtState[2:0] = S2;
		else if(DState == 2'b00)
			NxtState[2:0] = S0;
		else
			NxtState[2:0] = S1;
	end
	S2:
	begin
	CountEn[1:0] = 2'b00;
		if(DState == 2'b01)
			NxtState[2:0] = S3;
		else if(DState == 2'b10)
			NxtState[2:0] = S1;
		else
			NxtState[2:0] = S2;
	end
	S3:
	begin
		if(DState == 2'b00)
			begin
			NxtState[2:0] = S0;
			CountEn[1:0] = 2'b10;
			end
		else if(DState == 2'b11)
			NxtState[2:0] = S2;
		else
			begin
			NxtState[2:0] = S3;
			end
	end
	S4:
	begin
	CountEn[1:0] = 2'b00;
		if(DState == 2'b00)
			NxtState[2:0] = S0;
		else if(DState == 2'b11)
			NxtState[2:0] = S5;
		else
			NxtState[2:0] = S4;
	end
	S5:
	begin
	CountEn[1:0] = 2'b00;
		if(DState == 2'b01)
			NxtState[2:0] = S4;
		else if(DState == 2'b10)
			NxtState[2:0] = S6;
		else
			NxtState[2:0] = S5;
	end
	S6:														 
	begin
		if(DState == 2'b00)
			begin
			NxtState[2:0] = S0;
			CountEn[1:0] = 2'b01;
			end
		else if(DState == 2'b11)
			NxtState[2:0] = S5;
		else
			begin
			NxtState[2:0] = S6;
			end
	end
	default:
		begin
		CountEn[1:0] = 2'b00;
		NxtState[2:0] = S0;
		end
endcase
end
assign COut[3:0] = Count[3:0];
endmodule
==> /design/flow/run.sh <==
#!/bin/bash
# OpenROAD 26Q1-2900-gdf79404cd8, Yosys 0.63+post, stock flow scripts
make -C /OpenROAD-flow-scripts/flow DESIGN_CONFIG=/design/flow/config.mk WORK_HOME=/design/flow/orfs finish
==> /design/flow/config.mk <==
export PLATFORM = sky130hd
export DESIGN_NAME = Lab6
export DESIGN_NICKNAME = Lab6
export VERILOG_FILES = /design/flow/design.v
export SDC_FILE = /design/flow/constraint.sdc
export NUM_CORES = 4
export LEC_CHECK = 1
export CORE_AREA = 10 10 86 86
export DIE_AREA = 0 0 96 96
==> /design/flow/constraint.sdc <==
current_design Lab6

set clk_period 5.0
set clk_io_pct 0.2

create_clock -name clk0 -period $clk_period [get_ports {Clk}]

set non_clock_inputs [all_inputs -no_clocks]
set_input_delay [expr $clk_period * $clk_io_pct] -clock clk0 $non_clock_inputs
set_output_delay [expr $clk_period * $clk_io_pct] -clock clk0 [all_outputs]
==> flow_metrics.env <==
# physical design summary
export IMPL_syn_to_final_growth_pct=24.8
export IMPL_slew_viol_final=0
export IMPL_clk_pin_slew_ns=0.05
export IMPL_clockBufferDepth=2
export IMPL_rows=27
export IMPL_grt_pass1_vias=464
export IMPL_status="complete, no violations"
export IMPL_vias=492
export IMPL_hold_path_class="register to register"
export IMPL_p_seq_share_pct=48.5
export IMPL_edf_count=4
export IMPL_yosysTopAreaCell="dfrtp_1"
export IMPL_synthAoiAreaFrac_pct=14.1
export IMPL_ys_ff=13
export IMPL_relSlewSlack_pct=38.3
export IMPL_tritoncts="built"
export IMPL_io_buffers=7
export IMPL_top_cell="ha_1"
export IMPL_ant_nets=0
export IMPL_flop_area_sq_um=327
export IMPL_muxShareOfSynthArea_pct=0
export IMPL_synth_chip_area_sq_um=736
export IMPL_finalClockPeriodUsage_pct=77.5
export IMPL_adder_share_pct=18.0
export IMPL_synth_warnings=1
export IMPL_viasPerCell=3.37
export IMPL_postCtsSetupBuffers=0
export IMPL_pwr_density_cell_nw_per_um2=268
export IMPL_worst_path_buf_inv=2
export IMPL_gp_congestion=0.829
export IMPL_dieArea_sq_um=9220
export IMPL_power_frac_comb_pct=15.6
export IMPL_initCoreUtil_pct=13.3
export IMPL_topCombFamilyByArea="adder cells"
export IMPL_dp_cells=142
export IMPL_hpwl_mm=1.02
export IMPL_numCtsBuffers=3
export IMPL_grtUsageTotal_pct=2.99
export IMPL_untimed_endpoints=2
export IMPL_ys_types=30
export IMPL_ys_async_sr_fraction_pct=53.8
export IMPL_worstPathRequired_ns=4.98
export IMPL_core_area_sq_um=5540
export IMPL_synth_xor_area_share_pct=4.76
export IMPL_layout_drive_gt1_share_pct=9.46
export IMPL_drt_initial_drc_count=9
export IMPL_skew_ns=0.00776
export IMPL_top_cell_area_share_pct=20.4
export IMPL_drc_errors=0
export IMPL_rr_worst_depth=8
export IMPL_peakVddDrop_mv=0.108
export IMPL_setup_viol=0
export IMPL_leakagePower_nw=0.394
export IMPL_internal_power_uw=180
export IMPL_period_needed_ns=3.88
export IMPL_r2r_slack_ns=2.57
export IMPL_topCellsByArea="dfrtp_1, edfxtp_1, ha_1"
export IMPL_mi_logic_area_sq_um=367
export IMPL_unclocked_pins=2
export IMPL_p_clk_share_pct=35.9
export IMPL_dieWidth_um=96
export IMPL_hold_start="CurState[0]"
export IMPL_crit_chain="clkdlybuf4s50_1 > inv_1 > ha_1 > nor3b_1 > nor2b_1 > or3_4 > ha_1 > a21o_1 > a21oi_1 > xor2_1 > xnor2_1"
export IMPL_reg2reg_to="Count[3]"
export IMPL_hold_viol_final=0
export IMPL_io_pins=8
export IMPL_gr_total_overflow=0
export IMPL_tns_ns=0
export IMPL_cp_arrival_ns=3.86
export IMPL_die_y_um=96
export IMPL_p_sw_share_pct=26.7
export IMPL_worstSkewPairLatency_ns=0.24
export IMPL_cp_max_fo=10
export IMPL_switchingPower_uw=65.6
export IMPL_warnings=31
export IMPL_r2r_start="CurState[3]"
export IMPL_synth_area_sq_um=736
export IMPL_avgRoutedWirePerCell_um=8.86
export IMPL_worst_slew_pin_slew_ns=0.913
export IMPL_endpoint_kind="register"
export IMPL_num_antenna_cells=0
export IMPL_whs_path_depth=2
export IMPL_fillers=634
export IMPL_cts_root_buf="clkbuf_8"
export IMPL_worstSetupPathType="primary input to register"
export IMPL_h_tree_depth=1
export IMPL_wl_mm=1.29
export IMPL_grt_first_pass_wirelength_mm=2.15
export IMPL_post_route_util_pct=16.6
export IMPL_maxCapViolCount=0
export IMPL_max_stage_delay_ns=0.56
export IMPL_synthTopCellsByCount="ha_1, dfrtp_1, inv_1, o21ai_0"
export IMPL_crit_path_top_delay_cell="clkdlybuf4s50_1"
export IMPL_grt_max_degree=11
export IMPL_postCtsHoldBufs=0
export IMPL_cts_resized=0
export IMPL_first_pass_iters=4
export IMPL_crit_family="simple AND/OR/NAND/NOR gates"
export IMPL_cp_start_kind="primary input"
export IMPL_fin_total_pwr_uw=246
export IMPL_antenna_found_initial=0
export IMPL_min_to="CurState[0]"
export IMPL_synth_simple_gate_area_share_pct=12.9
export IMPL_synth_cells=66
export IMPL_ys_cells=66
export IMPL_timing_fmax_mhz=258
export IMPL_fin_cells=146
export IMPL_rsz0062_at_grt="false"
export IMPL_crit_top_cell="ha_1"
export IMPL_synth_area_per_cell_sq_um=11.1
export IMPL_flop_cell="dfrtp_1"
-- worst register-to-register path, delay by kind of cell (launching register included) --
| kind | cells | cell delay, ns |
|---|---|---|
| compound gates | 3 | 0.60 |
| xor+xnor | 2 | 0.28 |
| fa+ha+maj | 1 | 0.29 |
| flops | 1 | 0.44 |
| simple gates | 2 | 0.58 |
-- state kept, by name (all words and copies together), names as in the netlist --
register / cells
Count: 4
CountEn: 2
CurState: 7
-- power by group through the flow --
stage | clock [mW] | combinational, mW | sequential, mW
finish | 0.0882 | 0.0384 | 0.119
CTS | 0.0910 | 0.0389 | 0.119
global route | 0.0952 | 0.0449 | 0.121
-- metrics by stage --
step	hold WS, ns	instance area, sq um	worst slack (ns)
after floorplan	0.490	736	1.78
after global placement	0.528	872	0.943
after detailed placement	0.527	872	0.918
after CTS	0.536	918	1.14
after global routing	0.574	918	0.948
final	0.537	918	1.12
-- worst max-delay path by stage --
stage     startpoint        to  slack, ns  cells after the start
4_1_cts           D2  Count[3]       1.14                     11
5_1_grt           D2  Count[3]       0.95                     11
6_report          D2  Count[3]       1.12                     11
-- final cells by class --
| class | count | share of cell area (%) |
|---|---|---|
| multi-input combinational | 45 | 39.9 |
| sequential | 13 | 35.6 |
| tap | 72 | 9.81 |
| timing repair buffer | 7 | 7.63 |
| clock buffer | 3 | 4.50 |
| inverter | 5 | 2.04 |
| clock inverter | 1 | 0.545 |
-- layout by cell type, fill, tap and decap left out, types with 2 or more instances in the layout --
cell type        n
a21oi_1          2
a22o_1           2
clkbuf_8         3
clkdlybuf4s50_1  7
dfrtp_1          6
dlxtn_1          2
edfxtp_1         4
ha_1             9
inv_1            5
nand2_1          4
nand3_1          2
nor2_1           4
o21ai_0          5
xor2_1           3
-- cell families (layout without fill, tap and decap cells) --
kind of cell	Yosys count	after routing
and+or+nand+nor	17	17
DFF	11	11
AOI/OAI and AO/OA	14	14
buffers and inverters	8	16
latches	2	2
adders and majority gates	10	10
xor gates and xnor gates	4	4
-- layer usage --
metal  vias to the layer above  global-route usage [%]  share of wire [%]  wire, um
li1                        247                       -                  -         -
met1                       236                    4.15                 48       624
met2                         9                    4.26                 42       546
met3                         0                    1.57                9.4       122
met4                         0                   0.123                  0         0
met5                         -                       0                  0         0
No activity file was given, so power comes from the tool's default toggle rates.
